`flow/config.mk`:
```
export PLATFORM = sky130hd
export DESIGN_NAME = alu
export DESIGN_NICKNAME = alu
export VERILOG_FILES = /design/flow/design.v
export SDC_FILE = /design/flow/constraint.sdc
export NUM_CORES = 4
export LEC_CHECK = 1
export CORE_UTILIZATION = 30
```
`flow/constraint.sdc`:
```
current_design alu

set clk_period 441.5
set clk_io_pct 0.2

create_clock -name clk0 -period $clk_period

set non_clock_inputs [all_inputs -no_clocks]
set_input_delay [expr $clk_period * $clk_io_pct] -clock clk0 $non_clock_inputs
set_output_delay [expr $clk_period * $clk_io_pct] -clock clk0 [all_outputs]
```
`flow/design.v`:
```
module alu(i_op1, i_op2, i_ctl, o_res);
	input	[31:0]	i_op1, i_op2;
	input	[3:0]	i_ctl;
	output	[31:0]	o_res;
	wire	[31:0]	res [0:14];
	assign o_res = res[i_ctl];
	assign res[4'h0 ] = i_op1 | i_op2;
	assign res[4'h1] = i_op1 & i_op2;
	assign res[4'h2] = i_op1 ^ i_op2;
	assign res[4'h3] = ~(i_op1 | i_op2);
	assign res[4'h4] = i_op1 - i_op2;
	assign res[4'h5] = i_op1 + i_op2;
	assign res[4'h6] = i_op1 * i_op2;
	assign res[4'h7] = i_op1 / i_op2;
	assign res[4'h8] = i_op1 % i_op2;
	assign res[4'h9] = i_op1 << i_op2;
	assign res[4'hA] = i_op1 <<< i_op2;
	assign res[4'hB] = i_op1 >> i_op2;
	assign res[4'hC] = i_op1 >>> i_op2;
	assign res[4'hD] = (i_op1 == i_op2 ? 32'b1 : 32'b0);
	assign res[4'hE] = (i_op1 < i_op2 ? 32'b1 : 32'b0);
endmodule
```
`flow/run.sh`:
```
#!/bin/bash
# OpenROAD 26Q1-2900-gdf79404cd8, Yosys 0.63+post, stock flow scripts
make -C /OpenROAD-flow-scripts/flow DESIGN_CONFIG=/design/flow/config.mk WORK_HOME=/design/flow/orfs finish
```
==> flow_metrics.rpt <==
==== FLOW RESULTS ====
----------------------------------------------------
[Synth]
  Gate Count Post-Synth ........................ 7,753
  Chip area line of the yosys report ........................ approximately 54,000 um^2
  Proportion of synthesized chip area in sequential cells ........................ 0
  Distinct lib cells used ........................ 112
  Average instance area after synthesis ........................ 7.03 um^2
  Warning count from the yosys run ........................ 1
  Netlist area before placement ........................ 54,500 um^2
  Ys cells ........................ a little under 8,000

[STA]
  Period utilisation layout ........................ 0.600
  Unrepaired setup endpoints after global routing ........................ false
  Total negative setup slack ........................ 0 ns
  Slew of the pin with the lowest slew margin ........................ 1.44 ns
  Final Max-Slew Violation Tally ........................ 0
  Fin. Hold Viols ........................ 0
  Slew HR ........................ 0.0308
  Upper clock frequency limit ........................ 3.77 MHz
  Total setup violations reported at the end of the flow ........................ 0
  Minimum period implied by the final worst setup slack ........................ 265.05 ns

[Floorplan]
  Effective utilization at floorplan ........................ 0.302
  # rows ........................ 156
  Die ar. ........................ between 150,000 and 200,000 um^2
  Std-Cell Core Area ........................ 181,000 um^2
  Num ports ........................ 100
  Die H ........................ around 430 um
  DIE WIDTH ........................ 428 um

[Drt]
  Post-DRT Antenna Nets ........................ 0
  Total wire length after detailed routing ........................ 298,000 um
  Wirelength per Cell ........................ 29.5 um
  DRC errors left ........................ 0
  Drt first pass iters ........................ 7
  Violation tally from detailed-route iteration zero ........................ a little over 6,000
  Per-cell via count in the routed design ........................ 6.06
  Detailed-route via count ........................ 61,145

[Pwr]
  Internal power ........................ 148 uW
  Largest voltage drop on the vdd net ........................ about 0.024 mV
  Switching part of the total power ........................ 0.638
  NetSw ........................ between 200 and 300 uW
  LEAKAGE ........................ 27.1 nW
  Pwr per Cell Area ........................ between 6 and 7 nW/um^2

[Worst setup path]
  Cell repeated most along the worst path ........................ sky130_fd_sc_hd__ha_1
  Critical Path Max Stage Delay ........................ 1.23 ns
  Path type of the worst setup path ........................ in -> out
  Slowest cell on the critical path ........................ sky130_fd_sc_hd__a221oi_1
  Startpoint class of the critical path ........................ input pin
  Endpoint type of the worst setup path ........................ primary output
  Data arrival, critical path ........................ between 150 and 200 ns
  Worst Setup SP ........................ i_op2[29]
  Endpoint required time on the critical path ........................ approximately 350 ns
  Maximum fanout along the worst path ........................ 40

[Job]
  Log Warnings ........................ around 100
  Maximum Capacitance Violations ........................ 0

[Place]
  Total half-perimeter wirelength after legalization and detailed placement ........................ approximately 240,000 um
  Number of input and output port buffers inserted ........................ 100
  Number of placed cells counting well taps ........................ 10,076
  Placer congestion estimate ........................ 1.13

[Status]
  Status ........................ finished clean

[Global route]
  Maximum number of pins on one net before global-route repair ........................ 62
  Vias in the first global route ........................ 58,122
  Initial antenna violation count ........................ 20
  Total gr overflow ........................ 0
  Global-route wire length before repair ........................ 422,000 um
  Global router's overall resource usage ........................ 0.323

[Hold path]
  Min-delay src ........................ i_op2[3]
  Hold/Removal Path Class ........................ in -> out

[Final layout]
  Fraction of final layout cells with drive strength greater than 1 ........................ 0.0622
  Dominant logic cell type in the layout ........................ sky130_fd_sc_hd__nand2_1
  Register Area ........................ 0 um^2
  Synth-to-layout area growth ........................ 8.04%
  Number of sequential cells ........................ 0
  Number of clock buffers in the layout ........................ 0
  Most instantiated logic cells after routing ........................ 954 x sky130_fd_sc_hd__nand2_1, 750 x sky130_fd_sc_hd__ha_1, 747 x sky130_fd_sc_hd__nor2_1
  Layout Cells excl Fill ........................ between 10,000 and 15,000

[CTS]
  Total of cells resized after clock tree synthesis ........................ 0
  Post-CTS Hold Fix Bufs ........................ 0
  Setup Buffers After CTS ........................ 0

----------------------------------------------------
synth_stat cells (all sizes together) (100+ instances only):
| cell type | instances | area [um^2] |
|---|---|---|
| a211oi | 100 | 771 |
| a21o | 200 | 1500 |
| a21oi | 608 | 3050 |
| clkbuf | 284 | 1070 |
| fa | 411 | 8230 |
| ha | 750 | 9380 |
| inv | 698 | 2620 |
| nand2 | 955 | 3590 |
| nand3 | 163 | 838 |
| nor2 | 753 | 2830 |
| nor3 | 189 | 972 |
| o211ai | 103 | 773 |
| o21a | 143 | 1070 |
| o21ai | 417 | 2090 |
| xnor2 | 256 | 2240 |
| xor2 | 175 | 1530 |
layer usage:
layer | vias up | share of wire | routed length, um | GRT usage
li1 | 27501 | - | - | -
met2 | 3483 | 0.41 | 123000 | 0.465
met5 | - | 0.00041 | 123 | 0.000781
met3 | 860 | 0.11 | 32900 | 0.0953
met1 | 29283 | 0.40 | 118000 | 0.428
met4 | 18 | 0.078 | 23200 | 0.198
power by group through the flow:
stage	sequential [mW]	clock, mW	combinational (mW)
after CTS	0	0	0.397
after global routing	0	0.000000000622	0.440
kinds of logic (layout without fill, tap and decap cells):
| group | count (synthesis) | count (layout) | synth area share |
|---|---|---|---|
| xor+xnor | 431 | 431 | 0.0693 |
| simple gates | 2633 | 2633 | 0.221 |
| compound gates | 2317 | 2317 | 0.285 |
| fa+ha+maj | 1161 | 1161 | 0.323 |
| buf+inv | 1082 | 1035 | 0.0751 |
| mux | 129 | 129 | 0.0260 |
| other cells | 0 | 8 | 0 |
worst paths after layout:
path,cells past startpoint,slack (ns),to
setup / recovery,285,176.45,o_res[26]
hold / removal,6,178.14,o_res[11]
critical path, delay by kind of cell:
kind | cells | cell delay (ns)
AOI/OAI and AO/OA | 148 | 46.05
adders and majority gates | 31 | 10.21
buffers and inverters | 24 | 6.16
muxes | 5 | 2.17
and+or+nand+nor | 77 | 23.47
through the flow:
stage / hold WS (ns) / worst slack (ns) / power [mW] / utilization / area [um^2]
floorplan: 176.90 / 192.25 / 0.253 / - / 54500
global placement: 178.12 / 180.19 / 0.394 / 0.326 / 58800
detailed placement: 178.13 / 179.28 / 0.393 / 0.326 / 58800
CTS: 178.14 / 178.98 / 0.397 / 0.326 / 58800
global route: 178.18 / 171.87 / 0.440 / 0.326 / 58800
finish: 178.14 / 176.45 / 0.409 / 0.326 / 58900
layout make-up:
class                      instances  area, um^2
antenna                            8        20.0
tap                             2370        2970
inverter                         710        2670
fill                           19263      122000
multi-input combinational       6671       50500
timing repair buffer             325        2660
No activity file was given, so power comes from the tool's default toggle rates.
