**flow/config.mk**
```make
export PLATFORM = sky130hd
export DESIGN_NAME = pc
export DESIGN_NICKNAME = pc
export VERILOG_FILES = /design/flow/design.v
export SDC_FILE = /design/flow/constraint.sdc
export NUM_CORES = 4
export LEC_CHECK = 1
export CORE_AREA = 10 10 91 91
export DIE_AREA = 0 0 101 101
```
**flow/constraint.sdc**
```tcl
current_design pc

set clk_period 1.0
set clk_io_pct 0.2

create_clock -name clk0 -period $clk_period [get_ports {i_clk}]

set non_clock_inputs [all_inputs -no_clocks]
set_input_delay [expr $clk_period * $clk_io_pct] -clock clk0 $non_clock_inputs
set_output_delay [expr $clk_period * $clk_io_pct] -clock clk0 [all_outputs]
```
**flow/design.v**
```verilog
module pc(i_clk, i_rst, i_run, i_pc, o_run, o_pc);
	input	[31:0]	i_pc;
	input			i_clk, i_rst, i_run;
	output	[31:0]	o_pc;
	output			o_run;
	reg		[31:0]	pc;
	reg				run;
	assign o_pc = pc;
	assign o_run = run;
	always @ (posedge i_clk) begin
		if (!i_rst) begin
			pc <= 32'b0;
			run <= 1'b1;
		end else begin
			pc <= i_pc;
			run <= i_run;
		end
	end
endmodule
```
**flow/run.sh**
```bash
#!/bin/bash
# OpenROAD 26Q1-2900-gdf79404cd8, Yosys 0.63+post, stock flow scripts
make -C /OpenROAD-flow-scripts/flow DESIGN_CONFIG=/design/flow/config.mk WORK_HOME=/design/flow/orfs finish
```
==> impl_metrics.toml <==
# yosys + openroad results
[run_status]
run_status = "finished clean"

[critical_path]
kind_of_cell_with_the_highest_combined_delay_on_the_critical_path = "flip-flops"
kind_of_start_point_of_the_critical_path = "flip-flop"
crit_cells = 1
timing.critical_path.required_ns = 0.80
crit_type = "reg -> out"
path_max_fanout = 1
cp_max_stage_cell = "sky130_fd_sc_hd__dfxtp_2"
cpPeakStageDelay_ns = 0.32
worstPathBufferInverterCount = 1
crit_arrival_ns = 0.76
crit_path_cell_trace = "clkdlybuf4s15_1"
cp-end-kind = "output pin"

[floorplanning]
core_sq_mm = 0.00635
chipWidth_um = 101
number_of_standard_cell_rows_in_the_floorplan = 29
io_pins = 68
fp_util_pct = 14.5
design.die.area_sq_mm = 0.0102
floorplan.die.height_um = 101

[power]
vdd_ir_drop_max_mv = 0.512
cell_internal_pwr_uw = 2170
pwr-share-clk_pct = 37.1
power.share.combinational_pct = 10.7
netSwitchingFraction_pct = 19.5
pwr_cell_area_mw_per_mm2 = 1550
totalPowerFinal_uw = 2700
p_leak_uw = 0.000730
p_sw_uw = 527
seq_power_share_pct = 52.2

[clock_tree]
cts_hold_buf = 0
clock_tree.htree_level_count = 2
path_clk_slew_ns = 0.07
tritoncts = "yes"
cts_buffer_depth = 2
cts-root-buf = "sky130_fd_sc_hd__clkbuf_8"
clock-sinks = 33
postCtsSetupBuffers = 0
cts-buffers-inserted = 5

[logic_synthesis]
ys_sh_adder_pct = 0
post_synthesis_cell_count_from_yosys = 69
synth_sequential_area_ratio_pct = 71.5
synth.distinct_cells = 4
synth_cells = 69
netlist_area_sq_um = 923
avgSynthCellArea_sq_um = 13.4
xor_xnor_share_of_the_synthesized_area_pct = 0
synth.cellmix.simpleShare_pct = 26.8
synthesis.yosys.warnings = 1
yosys.stat.chipArea_sq_um = 923
multiplexer_share_of_the_synthesized_area_pct = 0
ys_top_logic_family = "simple AND/OR/NAND/NOR gates"
aoi_share_pct = 0
synth_flop_count = 33

[final_layout]
layout-area-overhead-vs-synth_pct = 88.8
multiInputGateArea_sq_um = 248
share_of_final_layout_standard_cells_stronger_than_drive_strength_1_pct = 47.6
fin_util_pct = 27.4
num-fill-cells = 642
sequential_cell_area_sq_um = 679

[global_route]
grt.overflow.total = 0
pin_count_of_the_biggest_net_entering_global_routing = 17
antenna_violations_before_repair = 0
grt_pass1_wl_mm = 4.09
vias_in_the_first_global_route = 729
gr-usage-all-layers_pct = 5.13

[final_timing]
rsz_0062_raised_after_global_routing = "no"
worst_slew_margin_rel_pct = 89.3
hold_viol = 0
setup_viol = 0
slew_viol_final = 0
fraction_of_the_cycle_the_final_worst_path_needs_pct = 96.1
timing_worst_slew_pin_value_ns = 0.161
fmaxAchievable_mhz = 1040
finalWorstPathRequiredPeriod_ns = 0.961

[place]
detailedPlacementHpwl_mm = 2.23
io_buffers = 67
place.gp.congestion = 0.661

[route]
diodes = 0
viasPerCell = 3.15
drtIter0Drc = 12
dr.pass1.iters = 3
postRouteWirelength_mm = 2.72
detail_route.drc_violations = 0
post_drt_wl_per_cell_um = 12.4
detail-route-antenna-nets = 0
total_number_of_vias = 693

[min_path]
worstHoldPathCells = 2
hold_path.class = "in -> reg"

[job]
tool_warnings = 25
cap_viol_max_count = 0
power by group through the flow:
stage | Sequential (uW) | Clock, uW | Combinational, uW
CTS | 1400 | 1060 | 310
global route | 1410 | 1110 | 319
finish | 1410 | 1000 | 288
stage by stage:
step	setup TNS [ns]	worst slack [ns]	area, sq um	hold slack, ns	std cells
after floorplan	0	0.405	923	0.296	69
after global placement	-4.80	-0.173	1700	0.780	213
after detailed placement	-5.72	-0.215	1700	0.767	213
after CTS	0	0.00206	1780	0.470	220
after global routing	0	0.0000578	1740	0.486	220
final	0	0.0388	1740	0.482	220
worst paths after layout:
| check | slack, ns | startpoint | to |
|---|---|---|---|
| setup / recovery | 0.04 | pc[19] | o_pc[19] |
| hold / removal | 0.48 | i_run | run |
routing by layer:
layer  wire length [um]  track usage, %
met1               1080            5.82
met4                 11           0.643
met2               1180            7.52
met5                  0               0
met3                458            4.23
layout by cell type, fill, tap and decap left out:
| cell | Yosys | routed |
|---|---|---|
| sky130_fd_sc_hd__clkdlybuf4s50_1 | 0 | 34 |
| sky130_fd_sc_hd__and2_2 | 32 | 32 |
| sky130_fd_sc_hd__clkdlybuf4s15_1 | 0 | 21 |
| sky130_fd_sc_hd__dfxtp_1 | 33 | 18 |
| sky130_fd_sc_hd__dfxtp_2 | 0 | 15 |
| sky130_fd_sc_hd__clkbuf_2 | 3 | 9 |
| sky130_fd_sc_hd__clkbuf_8 | 0 | 6 |
| sky130_fd_sc_hd__buf_2 | 0 | 3 |
| sky130_fd_sc_hd__buf_4 | 0 | 3 |
| sky130_fd_sc_hd__or2b_1 | 1 | 1 |
| sky130_fd_sc_hd__clkbuf_1 | 0 | 1 |
synth_stat cells (all sizes together):
cell type   n  area [sq um]
dfxtp      33           661
and2       32           240
clkbuf      3          15.0
or2b        1          7.51
sequential cells by signal, indices dropped and copies added (netlist names):
| signal | count |
|---|---|
| run | 1 |
| pc | 32 |
cell families (layout without fill, tap and decap cells):
group                  Yosys count  in the layout
buffers and inverters            3             77
AND/OR/NAND/NOR                 33             33
flip-flops                      33             33
cell type report:
type                    instances  area share [%]
clock buffers                   7            4.95
multi-input cells              33            14.2
flip-flops and latches         33            39.0
well taps                      77            5.53
repair buffers                 70            36.3
timing repair:
item,CTS,global route
gates resized,74,22
endpoints found under the setup margin,33,18
pin swaps,0,0
Power and IR drop assume default switching activity.
