==> /design/flow/design.v <==
module regf(i_clk, i_raddr0, i_raddr1, i_raddr2, i_waddr,
						i_wdata, i_we, i_pc, o_rdata0, o_rdata1, o_rdata2);
	input	[31:0]	i_wdata, i_pc;
	input	[5:0]	i_raddr0, i_raddr1, i_raddr2, i_waddr;
	input			i_clk, i_we;
	output	[31:0]	o_rdata0, o_rdata1, o_rdata2;
	reg		[31:0]	regs[1:62];
	assign o_rdata0 = (i_raddr0 == 6'd0) ? 0 :
			((i_raddr0 == 6'd63) ? i_pc : regs[i_raddr0]);
	assign o_rdata1 = (i_raddr1 == 6'd0) ? 0 :
			((i_raddr1 == 6'd63) ? i_pc : regs[i_raddr1]);
	assign o_rdata2 = (i_raddr2 == 6'd0) ? 0 :
			((i_raddr2 == 6'd63) ? i_pc : regs[i_raddr2]);
	initial begin
		regs[01] = 0; regs[02] = 0; regs[03] = 0; regs[04] = 0;
		regs[05] = 0; regs[06] = 0; regs[07] = 0; regs[08] = 0;
		regs[09] = 0; regs[10] = 0; regs[11] = 0; regs[12] = 0;
		regs[13] = 0; regs[14] = 0; regs[15] = 0; regs[16] = 0;
		regs[17] = 0; regs[18] = 0; regs[19] = 0; regs[20] = 0;
		regs[21] = 0; regs[22] = 0; regs[23] = 0; regs[24] = 0;
		regs[25] = 0; regs[26] = 0; regs[27] = 0; regs[28] = 0;
		regs[29] = 0; regs[30] = 0; regs[31] = 0; regs[32] = 0;
		regs[33] = 0; regs[34] = 0; regs[35] = 0; regs[36] = 0;
		regs[37] = 0; regs[38] = 0; regs[39] = 0; regs[40] = 0;
		regs[41] = 0; regs[42] = 0; regs[43] = 0; regs[44] = 0;
		regs[45] = 0; regs[46] = 0; regs[47] = 0; regs[48] = 0;
		regs[49] = 0; regs[50] = 0; regs[51] = 0; regs[52] = 0;
		regs[53] = 0; regs[54] = 0; regs[55] = 0; regs[56] = 0;
		regs[57] = 0; regs[58] = 0; regs[59] = 0; regs[60] = 0;
		regs[61] = 0; regs[62] = 0;
	end
	always @ (posedge i_clk) begin
		if (i_we && i_waddr != 6'd0 && i_waddr != 6'd63)
			regs[i_waddr] <= i_wdata;
	end
endmodule
==> /design/flow/config.mk <==
export PLATFORM = sky130hd
export DESIGN_NAME = regf
export DESIGN_NICKNAME = regf
export VERILOG_FILES = /design/flow/design.v
export SDC_FILE = /design/flow/constraint.sdc
export NUM_CORES = 4
export LEC_CHECK = 1
export CORE_UTILIZATION = 30
==> /design/flow/constraint.sdc <==
current_design regf

set clk_period 10.3
set clk_io_pct 0.2

create_clock -name clk0 -period $clk_period [get_ports {i_clk}]

set non_clock_inputs [all_inputs -no_clocks]
set_input_delay [expr $clk_period * $clk_io_pct] -clock clk0 $non_clock_inputs
set_output_delay [expr $clk_period * $clk_io_pct] -clock clk0 [all_outputs]
==> /design/flow/run.sh <==
#!/bin/bash
# OpenROAD 26Q1-2900-gdf79404cd8, Yosys 0.63+post, stock flow scripts
make -C /OpenROAD-flow-scripts/flow DESIGN_CONFIG=/design/flow/config.mk WORK_HOME=/design/flow/orfs finish
==> flow_summary.yaml <==
# synthesis and place-and-route metrics
run_status:
  status: "finished, violations left"
  failed_checks: "max-capacitance violations, max-slew violations"
routing:
  viasPerCell: 6.68
  final_wirelength_um: 594000
  remaining_drc_errors: 0
  drtPass1Iterations: 6
  first_iter_violations: 7801
  vias: 82000
  avgRoutedWirePerCell_um: 48.4
  route.antenna.remaining_nets: 0
final_layout:
  drive_gt1_share_pct: 28.2
  fin_cells: 12300
  largest_register_ffs: 1984
  final_layout_top_logic_cells: "sky130_fd_sc_hd__edfxtp_1, sky130_fd_sc_hd__mux4_2, sky130_fd_sc_hd__mux2i_1"
  biggestRegsByFlops: "regs: 1984 flops"
  most_frequent_standard_cell_in_the_layout_excluding_fill_and_tap_cells: "sky130_fd_sc_hd__edfxtp_1"
  max_flop_register: "regs"
  area.growth.synth_to_final_pct: 14.1
sta:
  unrepaired_setup_endpoints_after_global_routing: "no"
  slew_violations: 4
  final.min_clock_period_ps: 9280
  slew_headroom_pct: -7.94
  post-route-period-util_pct: 90.1
  timing.setup.tns_ps: 0
  report.final.hold_viol_count: 0
  maxClockFrequency_mhz: 108
  max_slew.worst_pin.slew_ps: 1600
  finalSetupViolCount: 0
synth:
  post_synthesis_cell_count_from_yosys: 6913
  edf_count: 1984
  ys_ff: 1984
  synthDistinctLibCells: 88
  synth-compound-area-share_pct: 8.33
  postSynthCellCount: 6913
  topCombFamilyByArea: "multiplexers"
  leading_register_cell_type_out_of_synthesis: "sky130_fd_sc_hd__edfxtp_1"
  share_of_async_settable_or_async_resettable_flops_after_synthesis_pct: 0
  synth.cellmix.xorXnorShare_pct: 0
  yosys_warnings: 1
  synth_simple_gate_area_share_pct: 3.75
  synthesis.area_per_instance_um2: 16.0
  seq_area_frac_synth_pct: 53.8
  synth_chip_area_um2: 111000
  area_fraction_in_full_adders_half_adders_and_majority_gates_pct: 0
  mappedNetlistArea_um2: 111000
  ys_sh_mux_pct: 30.3
worst_setup_path:
  critical_path_arrival_ps: 7220
  timing.critical_path.cells: "buf_4, buf_4, nand2b_1, buf_4, nor2_2, buf_4, a2111oi_0, a21oi_1, clkdlybuf4s50_1"
  worst_setup_sp: "i_raddr2[3]"
  largest_stage_delay_worst_path_ps: 1340
  critPathCaptureType: "output pin"
  endpoint: "o_rdata2[8]"
  crit_required_ps: 8240
  timing_worst_setup_path_type: "in2out"
  crit_fanout: 22
  worst_path_most_repeated_cell: "sky130_fd_sc_hd__buf_4"
  crit_slowest_cell: "sky130_fd_sc_hd__a2111oi_0"
  worstSetupStartpointType: "primary input"
grt:
  grt.met1_usage_pct: 30.6
  global_route.peak_usage_layer: "met2"
  track_usage_pct: 33.8
  grtUsageMet2_pct: 44.5
  first_global_vias: 85500
  grt_antenna_before_repair: 89
  fraction_of_met3_tracks_used_by_global_routing_pct: 30.8
  global_route_total_overflow: 0
  grt_first_pass_wirelength_um: 781000
  grt_start_max_net_pins: 86
place:
  dp_hpwl_um: 384000
  placed_cells: 11800
  place.port_buffers: 185
  globalplace.congestion: 1.07
pwr:
  combPwrFrac_pct: 14.1
  cell_internal_pwr_mw: 14.4
  static-leakage-power_nw: 40.9
  seq_power_share_pct: 45.4
  clkPwrFrac_pct: 40.4
  powerDensity_nw_per_um2: 157
  maximum_vdd_drop_mv: 0.157
  p_sw_share_pct: 27.0
  p_sw_mw: 5.34
cts:
  cts.sink_count: 1984
  number_of_buffers_inserted_by_post_cts_setup_repair: 0
  root_buffer: "sky130_fd_sc_hd__clkbuf_16"
  clk_path_buf_depth: 4
  inserted_clock_buffers: 222
  tritoncts: "yes"
  cts.repair.resized: 0
  htreeDepth: 4
  clk_pin_slew_worst_paths_ps: 60
  cts.hold.buffers_added: 0
die:
  design.portCount: 186
  die_area_um2: 371000
  rows: 222
  floorplan.core_area_um2: 366000
  die_width_um: 609
  fp.dieH_um: 609
  core_util_floorplan_pct: 30.2
run:
  total_number_of_warnings_across_the_stage_logs: 28
  cap_viol_max_count: 2
min_path:
  hold_class: "in2reg"
synth_stat cells (all sizes together), types with 4 or more instances:
cell type	number	area share, %
and2	15	0.085
a31oi	62	0.35
nand3b	13	0.088
o221a	17	0.17
nor4	13	0.079
o221ai	38	0.30
mux2i	873	7.9
and4	5	0.040
o31ai	7	0.047
o21ai	249	1.1
nand2	314	1.1
or3b	14	0.11
o32ai	12	0.095
a311oi	9	0.071
nor3	53	0.24
inv	8	0.027
o211ai	38	0.26
or2	7	0.040
a21oi	244	1.1
nand4	24	0.14
a2111oi	15	0.13
nand2b	14	0.079
a2bb2oi	4	0.032
a32o	5	0.045
edfxtp	1984	54
or3	14	0.079
nor2	252	0.86
mux4	1074	22
and3	12	0.068
nand3	110	0.50
a211oi	121	0.83
a211o	10	0.079
o2bb2ai	4	0.032
o22ai	216	1.2
a22o	45	0.36
a221oi	48	0.38
clkbuf	217	0.78
clkinv	5	0.017
o2111ai	14	0.11
a22oi	171	1.2
a32oi	15	0.12
buf	425	3.0
mux2	37	0.38
nor2b	40	0.23
a221o	9	0.081
cell families after synthesis:
| group | after synthesis |
|---|---|
| muxes | 1984 |
| and+or+nand+nor | 908 |
| AOI/OAI and AO/OA | 1381 |
| buffers and inverters | 656 |
| DFF | 1984 |
power groups by stage:
stage         clock network (mW)  logic, mW  registers (mW)
CTS                         7.99       2.66            8.97
global route                8.26       2.79            8.98
finish                      7.99       2.79            8.98
critical path, delay by kind of cell:
family	cells	cell delay, ps
compound gates	2	1910
simple gates	2	780
buf+inv	5	2360
stage by stage:
stage / worst slack, ps / power, mW / area (um2) / utilization (%) / hold slack, ps
after floorplan: 4400 / 10.5 / 111000 / - / 2160
after global placement: 1470 / 11.8 / 119000 / 32.5 / 2480
after detailed placement: 1480 / 11.8 / 119000 / 32.5 / 2480
after CTS: 1460 / 19.6 / 126000 / 34.4 / 1540
after global routing: 1400 / 20.0 / 126000 / 34.4 / 1570
final: 1020 / 19.8 / 126000 / 34.5 / 1560
layout make-up:
type,count,area [um2]
antenna,108,270
clock buffer,269,5800
clock inverter,126,1200
fill,34100,240000
inverter,13,53.8
multi-input combinational,4273,47500
sequential,1984,59600
tap,4816,6030
timing repair buffer,681,5770
how the worst min path moves through the flow:
stage | cells past startpoint | slack (ps) | startpoint | to
after CTS | 1 | 1540 | i_wdata[2] | regs[56][2]
after global routing | 1 | 1570 | i_wdata[2] | regs[56][2]
final | 1 | 1560 | i_wdata[2] | regs[56][2]
routing by layer:
| metal | wire length [um] | share of wire, % |
|---|---|---|
| met3 | 118000 | 20 |
| met2 | 248000 | 42 |
| met1 | 165000 | 28 |
| met5 | 2740 | 0.46 |
| met4 | 60400 | 10 |
Power and IR drop assume default switching activity.
